**flow/constraint.sdc**
```tcl
current_design ram

set clk_period 7.4
set clk_io_pct 0.2

create_clock -name clk0 -period $clk_period [get_ports {i_clk}]

set non_clock_inputs [all_inputs -no_clocks]
set_input_delay [expr $clk_period * $clk_io_pct] -clock clk0 $non_clock_inputs
set_output_delay [expr $clk_period * $clk_io_pct] -clock clk0 [all_outputs]
```
**flow/config.mk**
```make
export PLATFORM = sky130hd
export DESIGN_NAME = ram
export DESIGN_NICKNAME = ram
export VERILOG_FILES = /design/flow/design.v
export SDC_FILE = /design/flow/constraint.sdc
export NUM_CORES = 4
export LEC_CHECK = 1
export CORE_UTILIZATION = 40
```
**flow/design.v**
```verilog
module ram(i_clk, i_addr, i_data, i_we, o_data);
parameter DATA_WIDTH = 32;
parameter ADDR_WIDTH = 5;  
input                     i_clk, i_we;
input   [ADDR_WIDTH-1:0]  i_addr;
input   [DATA_WIDTH-1:0]  i_data;
output  [DATA_WIDTH-1:0]  o_data;
  reg [DATA_WIDTH-1:0] mem [(2**ADDR_WIDTH-1):0];
	always @(posedge i_clk) 
	begin
		if(i_we) 
			mem[i_addr] <= i_data;
	end
	assign o_data = mem[i_addr];
endmodule
```
**flow/run.sh**
```bash
#!/bin/bash
# OpenROAD 26Q1-2900-gdf79404cd8, Yosys 0.63+post, stock flow scripts
make -C /OpenROAD-flow-scripts/flow DESIGN_CONFIG=/design/flow/config.mk WORK_HOME=/design/flow/orfs finish
```
==> summary.txt <==
Implementation summary

Once iteration 0 of detailed routing completed, the report listed 1304 DRC markers. The gate count after technology mapping is 2075. The report counts max-capacitance violations totalling 0. The share of the synthesized area in the top cell type is 78.6%.

The worst max-slew margin expressed relative to the limit is 34.1%. The height of the die is 315 µm. Data arrives at the worst endpoint at 4880 ps. The overflow left after global routing is 0.

In the synthesis report, Yosys lists the chip area as 39100 µm². The leakage component of the power was reported as 0.0155 µW. The run finished with clean final reports. For this design, the CTS-stage hold fixing added 0 buffers. After synthesis, the cell types taking the most area are edfxtp_1 (79%), mux2i_1 (13%), o22ai_1 (4.1%), buf_2 (1.0%), nor4_1 (1.0%). The number of enable flip-flop cells is 1024.

The overall fraction of global-route tracks in use is 21.1%. The mean cell area of the mapped netlist is 18.8 µm². Per STA, the highest per-stage delay on the worst path measures 920 ps. In the final routed layout, each cell accounts on average for 26.3 µm. The number of antenna violations at the first check in global routing came to 1. The required time of the critical path is 5920 ps. The maximum number of pins on one net before global-route repair is 95.

The detailed-route DRC error count is 0. The number of vias per cell after detailed routing is 5.54. The H-tree generated during clock tree synthesis spans 3 levels. Compared with the post-synthesis result, the final layout area differs by 16.4%. After clock tree synthesis, the setup repair step added 0 buffers. Per the detail_route report, the via count comes to 19900.

The number of buffer cells added on primary ports is 70. The min-delay analysis places its worst path in the category in -> reg. The floorplan die width is 315 µm.

edfxtp_1 takes more of the synthesized area than any other cell. Pin placement for this block handled 71 I/O pins. Looking at the max-slew report, the worst-margin pin has a slew of 984 ps. The final timing summary puts the cycle share of the worst path at 85.9%. The number of warnings in the stage logs is 26. The critical path contains buffers and inverters numbering 4 combined. The antenna diode instance count is 0. The final tally of setup violations is 0. The via count of the first global-routing pass is 21000. The most critical hold endpoint after final layout shows a slack of 1610 ps. The number of synthesized register bits is 1024. For the finished layout, the period the worst path requires is 6360 ps.

STA classifies the critical path endpoint as an output pin. Per the OpenROAD floorplan log, the area of the die is 99000 µm². Yosys reports that the most numerous cell types are edfxtp_1 (1024), mux2i_1 (512), o22ai_1 (256). Setup repair after global routing left no endpoint under its margin. The summed instance area of the synthesized netlist is 39100 µm². On the worst setup and hold paths after CTS, the clock-pin slew comes to 60 ps. The largest registers in the layout are mem (1024). The critical path is of the in -> out type. On the critical path the largest part of the delay comes from buffers and inverters. For this design, Yosys synthesis ends with a cell count of 2075.

The count of cells resized by post-cts repair is 0. The synthesis report names the predominant flop master as edfxtp_1. The largest fanout of any net on the critical path is 17. Counting flops with an async set or reset pin after synthesis yields a share of 0%.

Counting endpoints that fail hold in the final report gives 0. In the final timing run, aggregate negative setup slack is 0 ps. The first-pass GRT wire length is 138 mm. mem holds more flip-flops than any other register. Looking at the VDD voltage map, the peak drop is 0.193 mV. The number of rows created at floorplan is 114. The unique cell type count in the Yosys netlist is 22.

The floorplan step records an initial core utilization of 40.4%. For this run the top cell type by instance count after synthesis was edfxtp_1. Timing would allow up to 157 MHz. The tally of nets with antenna violations remaining after routing is 0. The clock tree root driver cell is clkbuf_16. Per the detailed-route log, wirelength across all metal layers totals 94.4 mm. The slowest cell on the critical path is clkdlybuf4s50_1. The synthesis report lists the Yosys warning total as 1. The flip-flop count of the largest register, all copies and words added is 1024. According to the floorplan report, the placeable core area is 96700 µm². Per the CTS log, the buffer count on the longest clock path is 3.

TritonCTS built the clock tree. The clock drives 1024 sinks. The final layout report lists a filler cell count of 7850. The ratio of cells with drive above 1 in the final layout is 13.2%. The worst setup path is launched from an input port. The placer congestion estimate is 0.839.

The number of iterations in the first detailed-routing pass is 5. The number of buffers added by the clock tree synthesis step is 102. Of the synthesized area, sequential elements account for 78.6%. The report lists the cells along the critical path as clkdlybuf4s50_1 -> buf_4 -> nand4bb_4 -> buf_4 -> o22ai_1 -> nor4_1 -> nand2_1 -> clkdlybuf4s50_1.

The total power density per cell area is 275 nW/µm². The final timing report lists a max-slew violation count of 0. The HPWL after detailed placement is 52.3 mm.
-- cell families (layout without fill, tap and decap cells) --
family / Yosys count / in the layout / synth area share, %
multiplexers: 512 / 512 / 13.1
AND-OR/OR-AND: 256 / 256 / 4.10
AND/OR/NAND/NOR: 157 / 157 / 2.30
flip-flops: 1024 / 1024 / 78.6
buffers and inverters: 126 / 365 / 1.85
-- metrics by stage --
step | setup slack, ps | total power (µW) | std cells | area (µm²) | utilization [%]
after CTS | 974 | 12600 | 3590 | 45500 | 47.0
final | 1040 | 12500 | 3590 | 45500 | 47.0
after global placement | 1020 | 7160 | 3398 | 41900 | 43.3
after detailed placement | 1010 | 7170 | 3398 | 41900 | 43.3
after floorplan | 2250 | 6870 | 2075 | 39100 | -
after global routing | 934 | 12900 | 3590 | 45500 | 47.0
-- cell usage in the layout (no fill, tap or decap), drive strengths merged --
cell	count
or3b	3
nand4bb	6
clkbuf	123
bufinv	22
nor2	29
nor4	64
nor3	4
o22ai	256
nand3b	4
edfxtp	1024
mux2i	512
buf	104
nand2	34
or4	1
clkinv	41
clkdlybuf4s50	69
nand4	1
inv	2
nand4b	4
nand3	2
or4b	4
or3	1
clkinvlp	4
-- routing by layer --
layer | up-vias | GRT usage, % | wire [µm]
met3 | 125 | 16.0 | 15900
met1 | 9709 | 26.0 | 32200
met5 | - | 1.31 | 150
li1 | 8812 | - | -
met4 | 6 | 3.75 | 2120
met2 | 1239 | 30.8 | 44000
-- report_power, final --
group / total [µW] / internal, µW / switching [µW]
Sequential: 6470 / 6450 / 14.2
Combinational: 572 / 221 / 350
Clock: 5490 / 3350 / 2130
Total: 12500 / 10000 / 2500
-- worst paths after layout --
path	end	cells past startpoint	from	slack [ps]
max	o_data[26]	8	i_addr[4]	1040
min	mem[23][21]	2	i_data[21]	1610
-- area by class of cell --
class | count | area, µm² | share of cell area, %
clock inverters | 69 | 966 | 2.12
well taps | 1276 | 1600 | 3.51
repair buffers | 173 | 1550 | 3.42
clock buffers | 123 | 2670 | 5.88
flip-flops and latches | 1024 | 30700 | 67.6
multi-input cells | 925 | 7960 | 17.5
Power is estimated from default activity; no workload was simulated.
