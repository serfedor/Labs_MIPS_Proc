==> flow/design.v <==
module regFile(i_clk, 
               i_raddr1, 
               i_raddr2, 
               i_waddr, 
               i_wdata, 
               i_we,
               o_rdata1,
               o_rdata2 
               );
input           i_clk, i_we;
input   [4:0]   i_raddr1, i_raddr2, i_waddr;
input   [31:0]  i_wdata;           
output  [31:0]  o_rdata1, o_rdata2;
reg [31:0] regs[31:0];
	always @(posedge i_clk) begin
		if(i_we)
			if(i_waddr != 0)
				regs[i_waddr] <= i_wdata;
	end
	assign o_rdata1 = (i_raddr1 == 0) ? 0 : regs[i_raddr1];
	assign o_rdata2 = (i_raddr2 == 0) ? 0 : regs[i_raddr2];
endmodule
==> flow/run.sh <==
#!/bin/bash
# OpenROAD 26Q1-2900-gdf79404cd8, Yosys 0.63+post, stock flow scripts
make -C /OpenROAD-flow-scripts/flow DESIGN_CONFIG=/design/flow/config.mk WORK_HOME=/design/flow/orfs finish
==> flow/config.mk <==
export PLATFORM = sky130hd
export DESIGN_NAME = regFile
export DESIGN_NICKNAME = regFile
export VERILOG_FILES = /design/flow/design.v
export SDC_FILE = /design/flow/constraint.sdc
export NUM_CORES = 4
export LEC_CHECK = 1
export CORE_UTILIZATION = 40
==> flow/constraint.sdc <==
current_design regFile

set clk_period 9.8
set clk_io_pct 0.2

create_clock -name clk0 -period $clk_period [get_ports {i_clk}]

set non_clock_inputs [all_inputs -no_clocks]
set_input_delay [expr $clk_period * $clk_io_pct] -clock clk0 $non_clock_inputs
set_output_delay [expr $clk_period * $clk_io_pct] -clock clk0 [all_outputs]
==> out/metrics.cfg <==
[global_route]
grt_pass1_vias = 31843
grt_pass1_wl_um = 224000
grt_use_total_pct = 28.7
grt_overflow = 0
antenna_found_initial = 3
grt_max_degree = 71

[layout]
area_growth_pct = 14.5
post-route-util_pct = 46.3
final_area_um2 = 54800
fillers = 9578
reg_top3 = regs x1024
largest_register_ffs = 1024
top_register = regs
regArea_um2 = 30700
drive_gt1_share_pct = 26.8
mi_logic_area_um2 = 16400

[outcome]
status = finished, final reports clean

[worst_setup_path]
required_ns = 7.84
worstPathCellList = buf_4 > buf_4 > nor2_2 > and3_2 > buf_4 > a211oi_1 > clkdlybuf4s50_1
cp_common_cell = buf_4
startpoint_type = primary input
cp.arrival_ns = 5.77
worstSetupEndpointType = primary output
crit_start = i_raddr2[3]
crit_type = in2out
slowest_stage = a211oi_1
cp_max_fo = 28
cpLargestDelayFamily = buffers and inverters
cpPeakStageDelay_ns = 0.79
crit_buf_inv = 4

[clocking]
numCtsBuffers = 105
postCtsSetupRepairBufs = 0
path_clk_slew_ns = 0.06
numClockSinks = 1024
root_buffer = clkbuf_16
holdBufCountCts = 0
htree_levels = 3
cts_tree = built
clock_path_buffers = 3
cts_resized = 0

[yosys]
synth_cell_types = 39
top_area_share_pct = 64.2
ys_cells = 2564
syn_area_per_cell_um2 = 18.7
syn_area_um2 = 47900
yosys.area.top_type = edfxtp_1
yosysWarningCount = 1
ys_seq_share_pct = 64.2
synthCells = 2564
topCellsByArea = edfxtp_1 (64%), mux4_2 (15%), mux2i_1 (6.7%)
ys_area_um2 = 47900
ys.flops = 1024

[drt]
route.vias.total = 28384
drt-wirelength-per-cell_um = 35.8
num_antenna_cells = 0
first_pass_iters = 7
drc = 0
drtIter0Drc = 1951
antenna_left = 0
via_per_inst = 6.43
routed_wl_um = 158000

[placement]
gp_congestion = 0.884
io_buffer_count = 112
placed_area_um2 = 51300
hpwl_um = 88800

[floorplan]
rows = 126
core-area_um2 = 118000
dieHeight_um = 348
floorplan.core_util_pct = 40.5
design.portCount = 113
dieArea_um2 = 121000
die_w_um = 348

[timing]
hold_viol = 0
max_slew_margin_pct = 24.3
rsz0062_at_grt = no
worstMarginPinSlew_ns = 1.13
post-route-period-util_pct = 78.9
whs_ns = 2.08
final-setup-viol-count = 0
setup_tns_ns = 0
max_freq_mhz = 129
fin_crit_ns = 7.73
slew_viol_final = 0

[hold_path]
min_path_type = in2reg
hp-start = i_wdata[14]

[run]
warning_count = 26
maxCapViolCount = 0

[power_and_ir_drop]
peakVddDrop_mv = 0.160
p_per_area_nw_per_um2 = 181
power_w = 0.00993
static-leakage-power_nw = 17.7

## power breakdown
part           total (W)  internal, W  leakage [nW]  switching (W)
logic           0.000894     0.000373          6.75       0.000522
registers        0.00491      0.00489          9.25      0.0000263
clock network    0.00413      0.00241          1.71        0.00172
total            0.00993      0.00767          17.7        0.00227
## area by class of cell
type / instances / share of cell area, %
flip-flops and latches: 1024 / 56.1
inverters: 2 / 0.0160
clock inverters: 76 / 1.54
repair buffers: 238 / 3.87
clock buffers: 120 / 4.93
well taps: 1600 / 3.65
multi-input cells: 1354 / 29.9
## cell usage after synthesis (all sizes together)
cell and number:
a211oi 64, a21oi 32, a221oi 54, a22oi 64, a311oi 32, and2 2, and3 1, buf 115
clkbuf 100, conb 1, edfxtp 1024, inv 2, mux2 64, mux2i 320, mux4 352, nand2 85
nand2b 1, nand3 2, nand3b 6, nand4 32, nor2 37, nor2b 37, o2111ai 10, o21ai 54
o221ai 64, or2 1, or3 2, or3b 5, or4 1
## worst paths after layout
path                            to  slack (ns)  cells past startpoint
worst max-delay path  o_rdata2[16]        2.07                      7
worst min-delay path  regs[23][14]        2.08                      2
## cells by family after synthesis
logic type             Yosys count  share of synthesized area (%)
DFF                           1024                           64.2
muxes                          736                           25.0
AOI/OAI and AO/OA              374                           6.15
buffers and inverters          217                           2.44
and+or+nand+nor                212                           2.18
other                            1                        0.00783
## cells in the final DEF (no fill, tap or decap), drive strengths merged, types with 5 or more instances in the layout
master	count
nand4	32
nand3b	6
nor2	37
bufinv	16
mux2	64
buf	136
clkinvlp	9
a311oi	32
nand2	85
mux2i	320
mux4	352
o21ai	54
conb	32
clkdlybuf4s50	102
a21oi	32
o2111ai	10
or3b	5
a22oi	64
a211oi	64
o221ai	64
nor2b	37
clkbuf	120
edfxtp	1024
clkinv	46
a221oi	54
inv	7
## metrics by stage
step | cells | setup WS (ns)
after global routing | 4414 | 2.12
after detailed placement | 4218 | 2.19
after floorplan | 2595 | 4.47
after global placement | 4218 | 2.17
final | 4414 | 2.07
after CTS | 4414 | 2.18
## routing by layer
metal / GRT usage, % / vias to the layer above / routed length, µm
li1: - / 11352 / -
met1: 30.5 / 14068 / 46400
met2: 40.1 / 2534 / 70300
met3: 26.5 / 413 / 33500
met4: 10.2 / 17 / 7420
met5: 1.92 / - / 258
No activity file was given, so power comes from the tool's default toggle rates.
